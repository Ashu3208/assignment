## design.v

```verilog
`timescale 1ns / 1ps
module Subtractor(a,b,bin,d,bout);
input a,b,bin;
output d,bout;
wire s_temp,c_temp,x_temp,n_a,a_temp,co_t;
xor x1(s_temp,a,b);
xor x2(d,s_temp,bin); 
not n(n_a,a);
and a1(c_temp,n_a,bin);
and a2(x_temp,b,bin);
and a3(a_temp,n_a,b);
or  o1(co_t,c_temp,x_temp);
or  o2(bout,co_t,a_temp); 
endmodule
`timescale 1ns / 1ps
module Subtractor_32b(a,b,s_c,sig,s,cout);
input [31:0]a,b;
output [31:0]s,cout,s_c;
output reg sig;
assign s_c=a-b;
Subtractor f0(a[0],b[0],0,s[0],cout[0]);
Subtractor f1(a[1],b[1],cout[0],s[1],cout[1]);
Subtractor f2(a[2],b[2],cout[1],s[2],cout[2]);
Subtractor f3(a[3],b[3],cout[2],s[3],cout[3]);
Subtractor f4(a[4],b[4],cout[3],s[4],cout[4]);
Subtractor f5(a[5],b[5],cout[4],s[5],cout[5]);
Subtractor f6(a[6],b[6],cout[5],s[6],cout[6]);
Subtractor f7(a[7],b[7],cout[6],s[7],cout[7]);
Subtractor f8(a[8],b[8],cout[7],s[8],cout[8]);
Subtractor f9(a[9],b[9],cout[8],s[9],cout[9]);
Subtractor f10(a[10],b[10],cout[9],s[10],cout[10]);
Subtractor f11(a[11],b[11],cout[10],s[11],cout[11]);
Subtractor f12(a[12],b[12],cout[11],s[12],cout[12]);
Subtractor f13(a[13],b[13],cout[12],s[13],cout[13]);
Subtractor f14(a[14],b[14],cout[13],s[14],cout[14]);
Subtractor f15(a[15],b[15],cout[14],s[15],cout[15]);
Subtractor f16(a[16],b[16],cout[15],s[16],cout[16]);
Subtractor f17(a[17],b[17],cout[16],s[17],cout[17]);
Subtractor f18(a[18],b[18],cout[17],s[18],cout[18]);
Subtractor f19(a[19],b[19],cout[18],s[19],cout[19]);
Subtractor f20(a[20],b[20],cout[19],s[20],cout[20]);
Subtractor f21(a[21],b[21],cout[20],s[21],cout[21]);
Subtractor f22(a[22],b[22],cout[21],s[22],cout[22]);
Subtractor f23(a[23],b[23],cout[22],s[23],cout[23]);
Subtractor f24(a[24],b[24],cout[23],s[24],cout[24]);
Subtractor f25(a[25],b[25],cout[24],s[25],cout[25]);
Subtractor f26(a[26],b[26],cout[25],s[26],cout[26]);
Subtractor f27(a[27],b[27],cout[26],s[27],cout[27]);
Subtractor f28(a[28],b[28],cout[27],s[28],cout[28]);
Subtractor f29(a[29],b[29],cout[28],s[29],cout[29]);
Subtractor f30(a[30],b[30],cout[29],s[30],cout[30]);
Subtractor f31(a[31],b[31],cout[30],s[31],cout[31]);
always @* begin
if(s==s_c) 
begin
  sig=1;
end else 
begin
  sig=0;
end
end
endmodule 
```

## run.sh

```bash
#!/bin/bash
# OpenROAD 26Q1-2900-gdf79404cd8, Yosys 0.63+post, stock flow scripts
make -C /OpenROAD-flow-scripts/flow DESIGN_CONFIG=/design/flow/config.mk WORK_HOME=/design/flow/orfs finish
```

## config.mk

```make
export PLATFORM = sky130hd
export DESIGN_NAME = Subtractor_32b
export DESIGN_NICKNAME = Subtractor_32b
export VERILOG_FILES = /design/flow/design.v
export SDC_FILE = /design/flow/constraint.sdc
export NUM_CORES = 4
export LEC_CHECK = 1
export CORE_UTILIZATION = 30
```

## constraint.sdc

```tcl
current_design Subtractor_32b

set clk_period 23.0
set clk_io_pct 0.2

create_clock -name clk0 -period $clk_period

set non_clock_inputs [all_inputs -no_clocks]
set_input_delay [expr $clk_period * $clk_io_pct] -clock clk0 $non_clock_inputs
set_output_delay [expr $clk_period * $clk_io_pct] -clock clk0 [all_outputs]
```

==> notes.md <==
The following summarizes the physical implementation.

Timing
From the final report, the count of setup violators was given as 1. The headroom to the max-slew limit is 64.3%. Endpoints failing hold in the final report were tallied at 0. The worst setup margin is -0.552 ns. OpenROAD reports that the post-layout worst path occupies 102% of the period. Setup repair after global routing could not meet its margin everywhere.

The slew of the pin with the lowest slew margin is 0.532 ns. The max-slew violation count is 0. The worst slack on hold paths is ~10 ns. The post-route minimum period is 23.55 ns. Based on the critical path, the design can be clocked at up to 42.5 MHz.

Setup path
The sum of buffers and inverters on the critical path is 4. The critical-path cell with the highest stage delay is sky130_fd_sc_hd__clkdlybuf4s50_1. For reference, the critical path is launched at b[0].

The end point of the critical path is sig. The type of the setup path with the least slack is input port to output port. The most repeated library cell on the critical path is sky130_fd_sc_hd__fa_2.

The largest fanout of any net on the critical path is 2. On the critical path the largest part of the delay comes from adder cells. The longest incremental delay of any stage on the critical path is reported as around 0.50 ns.

Data on the critical path is required at its endpoint by 18.40 ns. The endpoint type of the worst setup path is an output port. The worst setup path is launched from an input port. The path length in cells of the critical path is between 40 and 50. The data arrival time reported for the critical path is approximately 19 ns.

Route
Nets still carrying antenna violations after routing amount to 0. The first-pass iteration count of the detailed router is 25. Per the detailed-route log, wirelength across all metal layers totals 12,500 um. The detailed router finished its first iteration with around 160 violations. The routed design shows a via density per instance of about 4.6. After detailed routing, the average wire length per cell comes to 14.5 um.

The number of remaining DRC errors is 0. The total number of vias is 3,976. The number of antenna diodes in the final layout is 0.

Floorplanning
According to the floorplan report, the die height is between 100 and 150 um. In this run the count of I/O pins placed on the die edge is 161. The die span in x is 125 um. The core footprint is 14,600 um2. Per the OpenROAD floorplan log, the area of the die is 15,600 um2.

The share of the core filled by cells before placement is between 30% and 40%. The number of rows in the core area is around 44.

Final layout
The final layout report lists a clock buffer count of 0. The post-route utilization of the core is recorded as 40.8%. Leaving out fill and tap cells, the most frequent cell in the layout is sky130_fd_sc_hd__clkdlybuf4s50_1.

The signed area change from the synthesized netlist to the final layout is 32.0%. Leaving out fill and tap cells, the most frequent cells in the layout are 161 x sky130_fd_sc_hd__clkdlybuf4s50_1, 110 x sky130_fd_sc_hd__inv_1, 62 x sky130_fd_sc_hd__ha_1. The sequential standard cell area is 0 um2. The post-route netlist has a little over a tenth of its cells at a drive strength greater than 1.

The number of filler cells placed in the layout is around 1,400. The number of sequential storage elements is 0. Excluding fillers, the count of instances in the completed layout stands at around 860.

Synthesis
The synthesized instance count is roughly 600. The average footprint of a synthesized cell is ~7.7 um2. The sequential element share of the synthesized area is 0%.

The number of cell instances after yosys synthesis is between 500 and 600. The area reported by Yosys stat is 4520 um2. The number of different library cells used by synthesis comes to 70. In this run the cell area of the synthesized design comes to 4520 um2. The warning tally printed by Yosys for this design is 2.

Outcome
The flow ran to the end, but the final reports show violations. The final reports fail on negative setup slack.

Power and ir drop
The share of power burned in the clock network is 0%. The switching component of the power is 0.0950 mW. The total power is about 0.22 mW. Looking at the power breakdown, sequential logic takes 0% of the total. The maximum vdd drop is between 0.01 and 0.015 mV. Combinational logic burns about 100% of the power. The leakage power total is about 2.7 nW.

The switching portion of total power comes to 44.1%. The power density over the cells is 36.0 nW/um2. The internal portion of the total power is 0.120 mW.

Global route
The number of global-route vias before repair is 4,109. The total congestion overflow after global routing is 0. The first global-routing pass estimated about 21,000 um of wire. Entering global routing, the biggest net connects 14 pins. The global-route usage over all layers is 16.5%. The number of antenna violations at the first check in global routing is 0.

Run
The count of maximum capacitance violations is 0. The count of tool warnings is about 96.

Placement
Routability-driven placement finished with a final weighted congestion of just under 0.9. In this run the tool buffered the top-level ports with approximately 160 buffer cells. The post-DP HPWL is about 11,000 um. The total placed cells including tap cells is between 800 and 900.

Min path
Looking at hold timing, the worst path starts from a[0]. According to the hold report, the worst path is of the input port to output port type.
[how the worst min path moves through the flow]
stage / to / slack (ns) / depth (start not counted)
4_1_cts: s[0] / 10.24 / 5
5_1_grt: s_c[0] / 10.30 / 4
6_report: s[0] / 10.26 / 5
[synth_stat cells, types with 4 or more instances]
master                       n  area share, %
sky130_fd_sc_hd__a21o_1      8            1.3
sky130_fd_sc_hd__a21oi_1    25            2.8
sky130_fd_sc_hd__a21oi_2     6            1.2
sky130_fd_sc_hd__a31oi_1     5           0.69
sky130_fd_sc_hd__and3_1      6           0.83
sky130_fd_sc_hd__buf_2       8           0.89
sky130_fd_sc_hd__buf_4      67             11
sky130_fd_sc_hd__clkbuf_1    6           0.50
sky130_fd_sc_hd__fa_1       32             14
sky130_fd_sc_hd__ha_1       63             17
sky130_fd_sc_hd__inv_1     111            9.2
sky130_fd_sc_hd__nand2_1    29            2.4
sky130_fd_sc_hd__nand2b_1    4           0.55
sky130_fd_sc_hd__nand3_1     7           0.77
sky130_fd_sc_hd__nand4_1    12            1.7
sky130_fd_sc_hd__nor2_1     20            1.7
sky130_fd_sc_hd__nor3_1     12            1.3
sky130_fd_sc_hd__o21a_1      6            1.0
sky130_fd_sc_hd__o21ai_0    21            2.3
sky130_fd_sc_hd__o21ai_1     6           0.66
sky130_fd_sc_hd__o21bai_1    6            1.0
sky130_fd_sc_hd__xnor2_1    29            5.6
sky130_fd_sc_hd__xor2_1     24            4.6
[area by class of cell]
class | instances | area, um2 | share of cell area [%]
timing repair buffer | 176 | 1720 | 28.9
tap | 184 | 230 | 3.86
multi-input combinational | 391 | 3600 | 60.3
inverter | 111 | 417 | 6.98
[metrics by stage]
stage	worst slack, ns	TNS, ns	area (um2)
6_report	-0.552	-0.552	5970
5_1_grt	-1.18	-1.18	5970
3_5_place_dp	-1.96	-2.40	5900
2_1_floorplan	0.0211	0	4550
3_3_place_gp	-1.66	-1.93	5900
4_1_cts	-0.752	-0.752	5960
[layer usage]
metal	wire length (um)	part of all wire [%]	track usage (%)
met5	0	0	0
met3	499	4.0	1.01
met1	5790	46	23.5
met2	6090	49	29.0
met4	72	0.58	0.871
[cell families (layout without fill, tap and decap cells)]
logic type               after synthesis  after routing  synth area share (%)
XOR/XNOR                              57             57                  12.3
AND-OR/OR-AND                        126            126                  20.1
buffers and inverters                195            287                  22.5
multiplexers                           1              1                 0.221
adder cells (fa/ha/maj)               95             95                  31.6
AND/OR/NAND/NOR                      112            112                  13.3
[power groups by stage]
stage | Combinational [mW] | Clock (mW) | Sequential, mW
5_1_grt | 0.237 | 0 | 0
4_1_cts | 0.218 | 0 | 0
6_report | 0.215 | 0 | 0
[repair_timing]
action	in CTS	in global routing
hold endpoints to repair	0	0
buffers inserted	0	1
endpoints found under the setup margin	2	1
hold buffers	0	0
pin swaps	5	9
resized	21	3
No activity file was given, so power comes from the tool's default toggle rates.
