==> flow/design.v <==
`timescale 1ns / 1ps
module memory(dataout, Writeen, address, mode, Datain, reset, clock);
input [31:0] Datain;
input [4:0]address;
input Writeen, reset, mode, clock;
output reg [31:0] dataout;
reg [4:0]data;
reg [31:0] RF [31:0]; 
always@(posedge clock)
begin
if(reset) begin 
RF[0]<=32'b0;
RF[1]<=32'b0;
RF[2]<=32'b0;
RF[3]<=32'b0;
RF[4]<=32'b0;
RF[5]<=32'b0;
RF[6]<=32'b0;
RF[7]<=32'b0;
RF[8]<=32'b0;
RF[9]<=32'b0;
RF[10]<=32'b0;
RF[11]<=32'b0;
RF[12]<=32'b0;
RF[13]<=32'b0;
RF[14]<=32'b0;
RF[15]<=32'b0;
RF[16]<=32'b0;
RF[17]<=32'b0;
RF[18]<=32'b0;
RF[19]<=32'b0;
RF[20]<=32'b0;
RF[21]<=32'b0;
RF[22]<=32'b0;
RF[23]<=32'b0;
RF[24]<=32'b0;
RF[25]<=32'b0;
RF[26]<=32'b0;
RF[27]<=32'b0;
RF[28]<=32'b0;
RF[29]<=32'b0;
RF[30]<=32'b0;
RF[31]<=32'b0;
dataout<= RF[address];
end
else begin
    if (mode) begin
	dataout<= RF[address];
    end
    else begin 
        if(Writeen)
        begin
        RF[address]<= Datain;
         dataout<=RF[address];
        end
        else
        begin
        RF[address]<=RF[address];
        dataout<=RF[address];
        end
    end
	 end
end
endmodule
==> flow/run.sh <==
#!/bin/bash
# OpenROAD 26Q1-2900-gdf79404cd8, Yosys 0.63+post, stock flow scripts
make -C /OpenROAD-flow-scripts/flow DESIGN_CONFIG=/design/flow/config.mk WORK_HOME=/design/flow/orfs finish
==> flow/config.mk <==
export PLATFORM = sky130hd
export DESIGN_NAME = memory
export DESIGN_NICKNAME = memory
export VERILOG_FILES = /design/flow/design.v
export SDC_FILE = /design/flow/constraint.sdc
export NUM_CORES = 4
export LEC_CHECK = 1
export CORE_UTILIZATION = 30
==> flow/constraint.sdc <==
current_design memory

set clk_period 50.3
set clk_io_pct 0.2

create_clock -name clk0 -period $clk_period [get_ports {clock}]

set non_clock_inputs [all_inputs -no_clocks]
set_input_delay [expr $clk_period * $clk_io_pct] -clock clk0 $non_clock_inputs
set_output_delay [expr $clk_period * $clk_io_pct] -clock clk0 [all_outputs]
==> run_results.csv <==
group,metric,value,unit
synth,netlist_area,0.0470,sq mm
floorplan,io_pins,73,
pwr,ir_worst_vdd,30.5,uV
placed_design,dpl_cell_area,0.0498,sq mm
critical_path,r2r_cells,6,
critical_path,r2r-start,"RF[27][17]",
synth,top_area_frac,0.654,
synth,yosys_warnings,1,
timing,layout_min_cycle_time,14630,ps
timing,max-slew-margin-rel,0.361,
timing,slew_violations,0,
critical_path,worstPathRequired,50750,ps
clock_network,cts.sinks,1056,
clock_network,clk_latency,740,ps
timing,rsz0062_at_grt,"no",
clock_network,cts_setup_buffers,0,
worst_hold_path,hold_path_class,"flop to flop",
floorplan,dieWidth,398,um
floorplan,fp.dieArea,0.158,sq mm
pwr,p_leak,18.8,nW
route,num_antenna_cells,0,
synth,top_cells_by_area,"edfxtp_1, nor3_1, mux2i_1",
clock_network,cts-root-buf,"clkbuf_16",
critical_path,crit_path_start_kind,"primary input",
global_route,antenna_found_initial,3,
clock_network,numCtsBuffers,107,
critical_path,crit_type,"primary input to flop",
global_route,grt_pass1_wl,224000,um
route,drc_errors,0,
placed_design,io_buffers,72,
finish,drive_above_1_share,0.145,
floorplan,fp_util,0.304,
synth,ys_cells,3562,
placed_design,gp_congestion,0.867,
synth,ys_chip_area,0.0470,sq mm
critical_path,crit_fanout,92,
clock_network,postCtsHoldBufs,0,
critical_path,reg2reg_setup_slack,47360,ps
placed_design,dp.cells,5405,
critical_path,endpoint_kind,"flop",
route,vias,31221,
synth,top_cell,"edfxtp_1",
route,postRouteAntennaNets,0,
timing,hold_slack,674,ps
finish,fin_cells,5605,
finish,area_growth_syn_to_layout,13.3,%
worst_hold_path,min_from,"RF[9][5]",
synth,edf_count,1024,
timing,setup_viol_count_final,0,
clock_network,clkTransAtPathRegs,60,ps
global_route,grt_start_max_net_pins,93,
finish,final_area,0.0533,sq mm
clock_network,post_cts_resized,0,
finish,n_fill_cell,14685,
floorplan,coreArea,0.155,sq mm
timing,worstMarginPinSlew,959,ps
global_route,first_global_vias,32084,
placed_design,place_ws,34970,ps
critical_path,arrival,15080,ps
synth,syn_inst,3562,
status,status,"completed",
synth,common_cells,"edfxtp_1, nor3_1, mux2i_1, clkbuf_1, o22ai_1",
synth,async_flop_share,0,
route,wl,157000,um
finish,postLayoutCoreUtil,0.344,
synth,ff_type,"edfxtp_1",
pwr,cellPowerDensity,36.5,mW/mm^2
floorplan,die_h,398,um
worst_hold_path,worstHoldEndpoint,"dataout[5]",
clock_network,ctsLongestPathBuffers,3,
route,drt_iter0_drc,2115,
timing,fin_skew,29.1,ps
route,drt-pass1-iter-count,5,
timing,timing.final.ws_setup,35670,ps
floorplan,row_count,144,
synth,ys_ff,1056,
timing,hold_viol,0,
placed_design,hpwlAfterDp,82800,um
synth,top_area_cell,"edfxtp_1",
clock_network,cts_max_level,3,
global_route,gr-total-overflow,0,
timing,tns,0,ps
route,vias_per_cell,5.57,
clock_network,cts_tree,"done",
worst_hold_path,hold_depth,4,
run,tool_warnings,26,
critical_path,r2r-end,"RF[20][17]",
synth,ys_seq_frac,0.667,
timing,finalCritPeriodShare,0.291,
critical_path,startpoint,"address[1]",
pwr,finalPower,1.94,mW
synth,synthDistinctLibCells,37,
run,max_cap_viol_count,0,
route,wire_per_inst,28.0,um
global_route,grt_util_all_layers,0.209,
synth,synth.avg_cell_area,13.2,sq um
timing,fmax,68.4,MHz
report_power, final:
group	switching (mW)	internal, mW
Clock	0.347	0.443
Combinational	0.106	0.0442
Sequential	0.00824	0.996
cell type report:
class,instances,area [sq um],area share
Sequential cell,1056,31400,0.589
Timing Repair Buffer,250,2090,0.0392
Tap cell,2044,2560,0.0480
Clock inverter,60,574,0.0108
Multi-Input combinational cell,2055,13800,0.259
Clock buffer,140,2860,0.0537
worst max-delay path by stage:
stage,depth (start not counted),slack [ps],to
4_1_cts,11,35750,RF[8][21]
5_1_grt,11,35460,RF[8][24]
6_report,11,35670,RF[7][21]
sequential cells by signal, indices dropped and copies added, names as in the netlist:
name	cells
RF	1024
dataout	32
cell families after synthesis:
logic type | synth area share
and+or+nand+nor | 0.140
buffers and inverters | 0.0455
DFF | 0.667
muxes | 0.111
AOI/OAI and AO/OA | 0.0362
critical path: stages:
cell	delay, ps
buf_8	450
buf_12	580
buf_4	640
buf_4	660
buf_12	490
mux2_2	400
a22o_1	220
nor4_1	410
and3_1	470
buf_4	340
nor3_1	90
per-layer routing:
metal | GRT usage | share of wire | up-vias
li1 | - | - | 13559
met1 | 0.236 | 0.34 | 15096
met2 | 0.298 | 0.44 | 2133
met3 | 0.164 | 0.18 | 423
met4 | 0.0733 | 0.043 | 10
met5 | 0.00726 | 0.00093 | -
cells in the final DEF, fill, tap and decap left out, types with 5 or more instances in the layout:
master / synthesis / routed
nor4_1: 59 / 59
nor3_1: 998 / 997
nor2_1: 65 / 34
bufinv_16: 0 / 8
nand2_1: 60 / 32
mux2_2: 64 / 64
and3_1: 31 / 31
nand2b_2: 0 / 32
nand2_2: 0 / 28
dfxtp_1: 32 / 32
clkinv_1: 0 / 16
nand4bb_2: 0 / 6
clkbuf_16: 0 / 107
o22ai_1: 221 / 221
edfxtp_1: 1024 / 1024
clkdlybuf4s50_1: 0 / 71
clkbuf_1: 243 / 27
mux2i_1: 448 / 448
inv_6: 0 / 5
buf_4: 61 / 176
clkbuf_8: 0 / 6
nor2_2: 0 / 31
clkinv_2: 0 / 24
a22o_1: 29 / 29
Power is estimated from default activity; no workload was simulated.
