==> flow/design.v <==
module multiplexer(a,b,c,d,s1,s0,y);
    input [31:0]a,b,c,d;
    input s0,s1;
    output [31:0] y;
     assign y = s0?(s1?c:d):(s1?b:a);
endmodule
==> flow/run.sh <==
#!/bin/bash
# OpenROAD 26Q1-2900-gdf79404cd8, Yosys 0.63+post, stock flow scripts
make -C /OpenROAD-flow-scripts/flow DESIGN_CONFIG=/design/flow/config.mk WORK_HOME=/design/flow/orfs finish
==> flow/config.mk <==
export PLATFORM = sky130hd
export DESIGN_NAME = multiplexer
export DESIGN_NICKNAME = multiplexer
export VERILOG_FILES = /design/flow/design.v
export SDC_FILE = /design/flow/constraint.sdc
export NUM_CORES = 4
export LEC_CHECK = 1
export CORE_AREA = 10 10 84 84
export DIE_AREA = 0 0 94 94
==> flow/constraint.sdc <==
current_design multiplexer

set clk_period 1.5
set clk_io_pct 0.2

create_clock -name clk0 -period $clk_period

set non_clock_inputs [all_inputs -no_clocks]
set_input_delay [expr $clk_period * $clk_io_pct] -clock clk0 $non_clock_inputs
set_output_delay [expr $clk_period * $clk_io_pct] -clock clk0 [all_outputs]
==> run summary <==
run results: status=completed, Crit path required time=1.20 ns, Yosys warning total=0, crit-path max FO=6, area reported by Yosys stat=814.5 um2, post-layout min period=1.494 ns, Routed WL per cell=21.66 um, GR Util met3=5.412%, hold path depth=3, Log Warnings=34, FILL cells=approximately 550, DRT iter0 DRCs=18, drt total wl=~5.9 mm, area post-placement=~2500 um2, GR peak layer=met2, Comb area=720.7 um2, Post-Syn Instances=39, worst setup path class=input pin to primary output, layout cells sized above 1=36.63%, placed cell count=267, Syn Area/Cell=approximately 21 um2, max cap viols=0, grt met1 use=roughly 14%, DR pass1 iterations=4, worst slew pin tran=0.1618 ns, Worst Setup End Kind=primary output, I/O pin count=162, fin. max-slew vios=0, number of global-route vias before repair=1428, yosys stat cell total=39, element type at the critical path start=input pin, vias=1199, Flop area=0 um2, GRT Resource Usage Total=13.07%, Final Non-Filler Cells=around 270, met2 Track Usage GR=24.14%, Synth Area in XOR/XNOR=0%, Max VDD drop=0.0001020 V, DRC=0, Die H=roughly 94 um, # clk buffers=0, Core Area=5205 um2, hold buffer count at CTS=0, first-pass GRT wire length=approximately 8.7 mm, Synth Seq Share=0%, routed vias/inst=4.392, die width=94 um, MUX share of area=89.40%, yosys adder share=0%, Critical Path AT=1.19 ns, Port Buffers=162, final worst-path cycle share=99.62%, Rows=26, hold path startpoint=a[22], leakage=1.112 nW, Basic Gates by Area=0%, FP Core Util=15.65%, Routed Antenna Nets=0, remaining global-route overflow=0, Fin. Hold Viols=0, Synth cell types=5, Seq cells=0, RSZ-0062 raised after global routing=yes, Pwr Density=242.2 nW/um2, initial antenna violation count=1, Finished Cell Area=between 2000 and 2500 um2, Setup TNS Final=0 ns, Cell Area, Synth=814.5 um2, GP Congestion=0.8663, fmax=669.2 MHz, Min-Delay Endpoint=y[22], Worst Hold Class=input pin to primary output, chip area=8836 um2, postcts setup bufs=0, largest net degree at the start of global routing=17, ao+oa area frac=0%, slew margin rel.=approximately 89%, P&R area growth vs syn=185.9%, Pwr Total=about 0.00056 W, Largest logic family=multiplexers, Setup Viol. Count Final=0, hpwl dp=5.106 mm
-- metrics by stage --
step                hold slack, ns  utilization [%]  setup slack (ns)
finish                       1.087            44.74          0.005771
global route                 1.102            44.74          -0.02912
CTS                          1.090            44.69         -0.005916
detailed placement           1.595            47.88           -0.6000
global placement             1.603            47.88           -0.6032
floorplan                   0.6864                -            0.1827
-- layout make-up --
class,count,share of cell area [%]
Timing Repair Buffer,170,65.18
Multi-Input combinational cell,32,30.95
Tap cell,70,3.761
Antenna cell,1,0.1075
-- per-layer routing --
metal	vias to the layer above	wire length [um]	share of wire, %
met5	-	0	0
met4	0	0	0
met3	0	683	12
met2	92	3103	52
met1	567	2128	36
li1	540	-	-
-- power breakdown --
group,switching [W],internal [W]
clock network,0,0.0000000000891
registers,0,0
logic,0.000147,0.000417
total,0.000147,0.000417
-- cells by family (layout without fill, tap and decap cells) --
| logic type | Yosys count | after routing |
|---|---|---|
| multiplexers | 32 | 32 |
| buffers and inverters | 7 | 170 |
| other | 0 | 1 |
-- synthesized netlist by cell type --
| cell type | instances | area [um2] |
|---|---|---|
| buf_12 | 3 | 60.06 |
| buf_2 | 3 | 15.01 |
| mux4_1 | 2 | 52.55 |
| mux4_2 | 30 | 675.7 |
| buf_6 | 1 | 11.26 |
-- layout by cell type (no fill, tap or decap) --
| cell | instances |
|---|---|
| buf_16 | 6 |
| mux4_2 | 32 |
| diode_2 | 1 |
| buf_12 | 3 |
| clkdlybuf4s15_2 | 1 |
| dlygate4sd2_1 | 128 |
| buf_2 | 32 |
-- worst max-delay path, stage by stage --
cell and delay [ns]:
buf_16 0.13, buf_12 0.13, mux4_2 0.49, buf_2 0.13
-- repair_timing --
action                     CTS  global route
gates cloned                 5             0
setup endpoints to repair   32            29
resized                    242             0
-- worst max-delay path by stage --
stage,start,to,slack [ns]
after CTS,s1,y[3],-0.006
after global routing,s1,y[20],-0.03
final,s1,y[26],0.006
Power and IR drop assume default switching activity.
